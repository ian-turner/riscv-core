### design/flow/constraint.sdc
current_design controlunit

set clk_period 3.1
set clk_io_pct 0.2

create_clock -name clk0 -period $clk_period

set non_clock_inputs [all_inputs -no_clocks]
set_input_delay [expr $clk_period * $clk_io_pct] -clock clk0 $non_clock_inputs
set_output_delay [expr $clk_period * $clk_io_pct] -clock clk0 [all_outputs]
### design/flow/config.mk
export PLATFORM = sky130hd
export DESIGN_NAME = controlunit
export DESIGN_NICKNAME = controlunit
export VERILOG_FILES = /design/flow/design.v
export SDC_FILE = /design/flow/constraint.sdc
export NUM_CORES = 4
export LEC_CHECK = 1
export CORE_AREA = 10 10 70 70
export DIE_AREA = 0 0 80 80
### design/flow/design.v
module controlunit(
	input logic [6:0] opcode,
	input logic [2:0] funct3,
	input logic [6:0] funct7,
	input logic [11:0] csr,
	output logic alusrc,		 
	output logic regwrite,
	output logic [1:0] regsel, 	 
	output logic [3:0] aluop,	
	output logic gpio_we,		 
	output logic stall,
	output logic [1:0] pcsrc
);
	always_comb begin
		alusrc=1'd0;
		regwrite=1'd0;
		regsel=2'd0;
		aluop=4'd0;
		gpio_we=1'd0;
		stall=1'b0;
		pcsrc=2'd0;
		if (opcode==7'b1110011 && funct3==3'b001) begin
			gpio_we=1'd1;  
			regwrite = 1'd1;  
		end
		if (opcode==7'b0110011) begin
			regwrite = 1'd1;
			regsel=2'd2;
			if (funct7==7'b0000000) begin
				if (funct3==3'b000) aluop=4'b0011;  
				if (funct3==3'b111) aluop=4'b0000;  
				if (funct3==3'b110) aluop=4'b0001;  
				if (funct3==3'b100) aluop=4'b0010;  
				if (funct3==3'b001) aluop=4'b1000;  
				if (funct3==3'b101) aluop=4'b1001;  
				if (funct3==3'b010) aluop=4'b1100;  
				if (funct3==3'b011) aluop=4'b1101;  
			end else if (funct7==7'b0100000) begin
				if (funct3==3'b000) aluop=4'b0100;  
				if (funct3==3'b101) aluop=4'b1010;  
			end else if (funct7==7'b0000001) begin
				if (funct3==3'b000) aluop=4'b0101;  
				if (funct3==3'b001) aluop=4'b0110;  
				if (funct3==3'b011) aluop=4'b0111;  
			end
		end
		else if (opcode==7'b0010011) begin
			regwrite = 1'd1;
			alusrc=1'd1;
			regsel=2'd2;
			if (funct3==3'b000) aluop=4'b0011;  
			if (funct3==3'b111) aluop=4'b0000;  
			if (funct3==3'b110) aluop=4'b0001;  
			if (funct3==3'b100) aluop=4'b0010;  
			if (funct3==3'b001) aluop=4'b1000;  
			if (funct3==3'b101) aluop=4'b1010;  
			if (funct3==3'b101) aluop=4'b1001;  
		end
		else if (opcode==7'b1101111) begin
			stall=1'b1;
			pcsrc=2'd1;
			regwrite=1'b1;
			regsel=2'd3;
		end
		else if (opcode==7'b1100111) begin
			stall=1'b1;
			pcsrc=2'd2;
			regwrite=1'b1;
			regsel=2'd3;
		end
		else if (opcode==7'b1100011) begin
			if (funct3==3'b000) begin
				aluop=4'b0100;
			end
		end
	end
endmodule
### design/flow/run.sh
#!/bin/bash
# OpenROAD 26Q1-2900-gdf79404cd8, Yosys 0.63+post, stock flow scripts
make -C /OpenROAD-flow-scripts/flow DESIGN_CONFIG=/design/flow/config.mk WORK_HOME=/design/flow/orfs finish
==> out/qor.tcl <==
set qor(finish.instance_area_um2) 701
set qor(maxSlewHeadroom) 0.743
set qor(worstMarginPinSlew_ns) 0.383
set qor(setup_violations) 0
set qor(cell_count_listed_in_synth_stat_txt) 43
set qor(detail_route.drc_violations) 0
set qor(irDropWorstVdd_uv) 18.6
set qor(via_count) 492
set qor(yosys.stat.chipArea_um2) 278
set qor(synth_area_um2) 278
set qor(hp-class) {in2out}
set qor(pin_count) 41
set qor(timing.final.ws_setup_ns) 0.0353
set qor(grt_start_max_net_pins) 10
set qor(antenna-diode-count) 0
set qor(antenna_found_initial) 0
set qor(rsz_0062_raised_after_global_routing) {true}
set qor(detail_route.wirelength_um) 1520
set qor(routed_via_density) 3.97
set qor(pd_cells_mw_per_mm2) 76.6
set qor(final_replace_weighted_congestion) 0.813
set qor(clkbuf_count) 0
set qor(cp-end-kind) {primary output}
set qor(cp-start-kind) {input port}
set qor(floorplan.core_area_mm2) 0.00342
set qor(hold_fails_final_rpt) 0
set qor(die_height_um) 80
set qor(cp_max_fo) 4
set qor(drv.max_cap_violation_count) 0
set qor(timing.hold.ws_ns) 1.85
set qor(design_power_total_mw) 0.0537
set qor(grt_usage) 0.0457
set qor(openroad.warnings) 45
set qor(post-route-util) 0.205
set qor(drive_above_1_share) 0.192
set qor(ys.warnings.count) 1
set qor(number_of_global_route_vias_before_repair) 482
set qor(die_width_um) 80
set qor(final_cycle_utilization_of_the_critical_path) 0.989
set qor(drtIter0Drc) 66
set qor(grt_first_pass_wirelength_um) 2500
set qor(worstHoldPathCells) 5
set qor(cp_data_required_time_ns) 2.48
set qor(dp_worst_setup_slack_ns) -0.210
set qor(wl_per_cell_um) 12.3
set qor(firstDrtPassIters) 4
set qor(sequential_cell_total) 0
set qor(synthesis.area_per_instance_um2) 6.46
set qor(core.rowCount) 21
set qor(placement.io_buffers) 29
set qor(netlist_instances) 43
set qor(status) {completed}
set qor(summed_negative_setup_slack_over_all_endpoints_ns) 0
set qor(finalMaxSlewViolations) 0
set qor(place.detailed.instances) 121
set qor(finalWorstPathRequiredPeriod_ns) 3.06
set qor(area_overhead_vs_synth_pct) 152
set qor(grt.overflow.total) 0
set qor(worst_ep_arrival_time_ns) 2.44
set qor(die_area_mm2) 0.00640
set qor(flip_flop_and_latch_area_um2) 0
set qor(fp_util) 0.0813
set qor(synth_cell_types) 28
set qor(instances_no_fill) 124
set qor(pleak_nw) 0.267
set qor(detailed_place.area_um2) 652
set qor(dp_hpwl_um) 1240
set qor(top_achievable_clock_speed_mhz) 326
set qor(worst-setup-path-type) {in2out}
set qor(route.antenna.remaining_nets) 0
set qor(yosysSeqAreaShare) 0
## worst max-delay path: stages
cell and delay, ns:
clkdlybuf4s50_1 0.40, or4_4 0.57, buf_6 0.14, nor3_4 0.20, buf_4 0.14, nand4_1 0.08, nand2_1 0.08, dlygate4sd2_1 0.20
## Yosys cell counts (2+ instances only)
| cell type | count | share of area |
|---|---|---|
| nor2_1 | 3 | 0.041 |
| nand4_1 | 2 | 0.045 |
| a21oi_1 | 3 | 0.054 |
| nand2b_1 | 2 | 0.045 |
| and3_1 | 2 | 0.045 |
| nand2_1 | 2 | 0.027 |
| o41ai_1 | 2 | 0.063 |
| inv_1 | 2 | 0.027 |
| a32oi_1 | 2 | 0.063 |
| nor4_1 | 3 | 0.068 |
| nor2b_1 | 3 | 0.068 |
## path summary, 6_finish.rpt
kind              startpoint       end  slack, ns
setup / recovery   funct7[2]  aluop[2]       0.04
hold / removal     opcode[5]  aluop[3]       1.85
## routing by layer
layer | track usage | up-vias | share of wire
li1 | - | 248 | -
met1 | 0.0639 | 218 | 0.45
met2 | 0.0738 | 26 | 0.46
met3 | 0.0102 | 0 | 0.091
met4 | 0 | 0 | 0
met5 | 0 | - | 0
## final cells by class
| cell class | count | area [um2] |
|---|---|---|
| inverters | 2 | 7.51 |
| repair buffers | 37 | 348 |
| multi-input cells | 39 | 288 |
| well taps | 46 | 57.6 |
| fillers | 375 | 2720 |
## timing repair
item                       4_1_cts  5_1_grt
pin swaps                        3        3
setup endpoints to repair        4        6
setup buffers                    2        1
hold endpoints to repair         0        0
gates resized                    8        5
hold buffers                     0        0
## cells by family (layout without fill, tap and decap cells)
logic type             after synthesis  in the layout  share of synthesized area
and+or+nand+nor                     26             26                      0.586
AOI/OAI and AO/OA                   13             13                      0.347
buffers and inverters                4             39                     0.0676
## cell usage in the layout (no fill, tap or decap), types with 2 or more instances in the layout
| cell type | synthesis | final |
|---|---|---|
| a21oi_1 | 3 | 3 |
| nand2_1 | 2 | 2 |
| clkdlybuf4s50_1 | 0 | 24 |
| nand2b_1 | 2 | 2 |
| o41ai_1 | 2 | 2 |
| nor2b_1 | 3 | 3 |
| nor2_1 | 3 | 3 |
| nand4_1 | 2 | 2 |
| a32oi_1 | 2 | 2 |
| nor4_2 | 0 | 2 |
| and3_1 | 2 | 2 |
| dlygate4sd2_1 | 0 | 3 |
| inv_1 | 2 | 2 |
| buf_4 | 1 | 7 |
## where the power goes
group	switching (mW)	internal (mW)
sequential	0	0
combinational	0.0227	0.0309
clock	0	0
Power figures rest on the tool's default switching activity, not on a simulated workload.
