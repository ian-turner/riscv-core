--- flow/design.v ---
module regfile (
	input logic [0:0 ] clk,			 
	input logic [0:0 ] we,			 
	input logic [4:0 ] readaddr1,		 
	input logic [4:0 ] readaddr2,		 
	input logic [4:0 ] writeaddr,		 
	input logic [31:0] writedata,		 
	output logic [31:0] readdata1,		 
	output logic [31:0] readdata2		 
);
logic [31:0] mem[31:0];
always_ff @(posedge clk) begin
	if (we) mem[writeaddr] <= writedata;
end
always_comb begin
	if (readaddr1 == 5'd0) readdata1 = 32'd0;
	else if (we && readaddr1 == writeaddr) readdata1 = writedata;
	else readdata1 = mem[readaddr1];
	if (readaddr2 == 5'd0) readdata2 = 32'd0;
	else if (we && readaddr2 == writeaddr) readdata2 = writedata;
	else readdata2 = mem[readaddr2];
end
endmodule
--- flow/run.sh ---
#!/bin/bash
# OpenROAD 26Q1-2900-gdf79404cd8, Yosys 0.63+post, stock flow scripts
make -C /OpenROAD-flow-scripts/flow DESIGN_CONFIG=/design/flow/config.mk WORK_HOME=/design/flow/orfs finish
--- flow/config.mk ---
export PLATFORM = sky130hd
export DESIGN_NAME = regfile
export DESIGN_NICKNAME = regfile
export VERILOG_FILES = /design/flow/design.v
export SDC_FILE = /design/flow/constraint.sdc
export NUM_CORES = 4
export LEC_CHECK = 1
export CORE_UTILIZATION = 30
--- flow/constraint.sdc ---
current_design regfile

set clk_period 10.4
set clk_io_pct 0.2

create_clock -name clk0 -period $clk_period [get_ports {clk}]

set non_clock_inputs [all_inputs -no_clocks]
set_input_delay [expr $clk_period * $clk_io_pct] -clock clk0 $non_clock_inputs
set_output_delay [expr $clk_period * $clk_io_pct] -clock clk0 [all_outputs]
==> reports/qor.txt <==
# resized after CTS -> 0
Crit Path Class -> in2out
outcome -> finished, final reports clean
vias in the first global route -> 30200
crit path from -> readaddr1[1]
core area -> 0.157 sq mm
H-tree depth -> 3
total CTS buffers -> 101
Distinct lib cells used -> 52
Worst setup EP type -> output pin
initial antenna violation count -> 9
fmax -> 0.128 GHz
Fill cells -> 14500
Setup TNS -> 0 ps
unrepaired setup endpoints after global routing -> no
detailed placement HPWL -> 86200 um
gr usage total -> 20.2%
slowest cell on the critical path -> buf_4
total gr overflow -> 0
Clock Tree Root -> clkbuf_16
ys async rst share -> 0%
Worst-Margin Slew -> 963 ps
total setup buffers inserted after CTS -> 0
YS chip area -> 0.0477 sq mm
maximum clock insertion buffer count -> 3
Largest register FFs -> 1024
WHS Path Cells -> 2
most frequent cells in the layout -> edfxtp_1 (1024), mux4_2 (408), mux2i_1 (215)
Power Total -> 8.42 mW
number of synthesized register bits -> 1024
Setup WS pre-CTS -> 2590 ps
most frequent CP cell -> buf_4
Final min period -> 7830 ps
hold_ws -> 2390 ps
final wirelength -> 152000 um
slew margin rel. -> 35.7%
top flop regs -> mem (1024)
Hold WC Path Type -> in2reg
# Max-Cap Violations -> 0
Largest Register -> mem
via/cell ratio -> 5.73
initial drt markers -> 1865
number of diodes -> 0
cycle use final -> 75.3%
die width -> 401 um
# DRC -> 0
worst path cell trace -> buf_4, buf_4, or3b_4, buf_4, o221ai_1, a21oi_1, nand2_1, a32o_1, clkdlybuf4s50_1
initial core utilization -> 30.4%
Mapped Cells -> 2543
Die Span Y -> 401 um
TritonRoute pass-1 iters -> 7
Worst IR Drop VDD -> 91.1 uV
Synth Warn # -> 1
Seq/Total Area, Yosys -> 64.5%
Wirelength per Cell -> 31.6 um
buffers added on ports -> 112
Sink Count -> 1024
post-route setup slack -> 2570 ps
CP endpoint -> readdata1[15]
routability cong. -> 0.867
dominant logic cell type in the layout -> edfxtp_1
flip-flops with a built-in enable -> 1024
Syn Area/Cell -> 18.8 sq um
first-pass GRT wire length -> 217000 um
IO Pins -> 113
Worst-path clk slew -> 50 ps
Critical Path AT -> 5750 ps
# rows -> 145
endpoints failing hold -> 0
Top FF cell, synth -> edfxtp_1
Max Fanout on Critical Path -> 42
OpenROAD warning count -> 1229
Pleak -> 17.1 nW
pwr dens -> 154 mW/mm^2
crit start category -> input port
share of cells above drive strength 1 -> 27.5%
largest net degree at the start of global routing -> 93
max-slew violations -> 0
vias -> 27500
setup violators final -> 0
die footprint -> 0.161 sq mm
CTS tree -> yes
Yosys Instances -> 2543
slowest stage delay, CP -> 730 ps
Worst EP required -> 8320 ps
Layout Area Growth over Synthesis -> 15.0%
Post-Syn Area -> 0.0477 sq mm
CTS Hold Buffers Added -> 0
Routed Antenna Nets -> 0
[worst max-delay path: cells and delay by family]
kind            cells  cell delay [ps]
compound gates      3              900
simple gates        2              620
buf+inv             4             2100
[cell usage after synthesis (3+ instances only)]
cell type  instances  area (sq um)
a2111oi_0          6          52.6
a211oi_1          16           120
a21oi_1          105           526
a221oi_1           8          70.1
a22o_1             5          43.8
a22oi_1          139          1040
a311oi_1           4          35.0
a32o_1            32           320
and2_1             3          18.8
and3_1             3          18.8
buf_1             16          60.1
buf_2             70           350
buf_4             16           120
buf_6             13           146
clkbuf_1         104           390
edfxtp_1        1024         30700
mux2_2            18           203
mux2i_1          215          2150
mux4_2           408          9190
nand2_1          100           375
nand2b_1          10          62.6
nand3_1            5          25.0
nand3b_1           7          52.6
nor2_1            43           161
nor2b_1            6          37.5
nor3_1             3          15.0
nor4b_1            3          26.3
o2111ai_1          6          52.6
o211ai_1           9          67.6
o21a_1             7          52.6
o21ai_0           11          55.1
o221ai_1          65           569
o22ai_1           11          68.8
o2bb2ai_1         16           140
or3b_2             4          35.0
xnor2_1            6          52.6
xor2_1             4          35.0
[metal layers]
metal | track usage (%) | vias to the layer above | share of wire (%)
li1 | - | 11200 | -
met1 | 22.1 | 13900 | 32
met2 | 29.7 | 1993 | 46
met3 | 16.8 | 284 | 19
met4 | 5.10 | 24 | 3.2
met5 | 1.13 | - | 0.22
[through the flow]
stage	std cells	area (sq um)	util, %
4_1_cts	4799	54900	34.9
5_1_grt	4799	54900	34.9
2_1_floorplan	2543	47700	-
3_5_place_dp	4618	51700	32.9
6_report	4799	54900	34.9
3_3_place_gp	4618	51700	32.9
[kinds of logic (layout without fill, tap and decap cells)]
| group | count (synthesis) | in the layout | share of synthesized area [%] |
|---|---|---|---|
| simple gates | 199 | 199 | 1.95 |
| buf+inv | 221 | 419 | 2.25 |
| flops | 1024 | 1024 | 64.5 |
| xor+xnor | 10 | 10 | 0.184 |
| compound gates | 446 | 446 | 6.86 |
| mux | 643 | 643 | 24.3 |
[worst min path at each step]
stage / slack [ps] / endpoint / start
after CTS: 2160 / mem[30][21]$_DFFE_PP_ / writedata[21]
after global routing: 2190 / mem[10][3]$_DFFE_PP_ / writedata[3]
final: 2390 / mem[0][21]$_DFFE_PP_ / writedata[21]
[area by class of cell]
| type | count | area (sq um) | area share, % |
|---|---|---|---|
| flip-flops and latches | 1024 | 30700 | 56.1 |
| multi-input cells | 1298 | 16200 | 29.5 |
| clock buffers | 120 | 2640 | 4.82 |
| well taps | 2058 | 2570 | 4.69 |
| repair buffers | 236 | 2140 | 3.90 |
| clock inverters | 61 | 538 | 0.981 |
| inverters | 2 | 7.51 | 0.0137 |
[report_power, final]
group / leakage, nW / internal, mW / switching (mW)
Clock: 1.55 / 1.97 / 0.982
Sequential: 9.22 / 4.60 / 0.0191
Combinational: 6.30 / 0.362 / 0.480
Total: 17.1 / 6.94 / 1.48
Power figures rest on the tool's default switching activity, not on a simulated workload.
